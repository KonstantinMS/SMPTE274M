### design/flow/config.mk
export PLATFORM = sky130hd
export DESIGN_NAME = SMPTE274
export DESIGN_NICKNAME = SMPTE274
export VERILOG_FILES = /design/flow/design.v
export SDC_FILE = /design/flow/constraint.sdc
export NUM_CORES = 4
export LEC_CHECK = 1
export CORE_UTILIZATION = 30
### design/flow/constraint.sdc
current_design SMPTE274

set clk_period 4.2
set clk_io_pct 0.2

create_clock -name clk0 -period $clk_period [get_ports {i_CLK_74m25}]

set non_clock_inputs [all_inputs -no_clocks]
set_input_delay [expr $clk_period * $clk_io_pct] -clock clk0 $non_clock_inputs
set_output_delay [expr $clk_period * $clk_io_pct] -clock clk0 [all_outputs]
### design/flow/run.sh
#!/bin/bash
# OpenROAD 26Q1-2900-gdf79404cd8, Yosys 0.63+post, stock flow scripts
make -C /OpenROAD-flow-scripts/flow DESIGN_CONFIG=/design/flow/config.mk WORK_HOME=/design/flow/orfs finish
### design/flow/design.v
`timescale 1ns / 100ps
module SMPTE274(
  input 	      i_CLK_74m25,    	 
  input 	      i_RST_N,           
  input           i_EN,              
  input  [ 9 : 0] i_data_Y,          
  input  [ 9 : 0] i_data_C,          
  output [11 : 0] PIX_CNT_o,         
  output [10 : 0] LINE_CNT_o,        
  output          VSYNC_o,           
  output          HSYNC_o,           
  output          DATA_RQ_o,         
  output [ 9 : 0] Y_data_o,
  output [ 9 : 0] C_data_o           
  );
reg  [11 : 0] pix_cnt;               
reg  [10 : 0] line_cnt;              
wire [10 : 0] line_cnt_st274;        
wire [11 : 0] pix_cnt_end;           
wire [10 : 0] line_cnt_end;          
reg           i_EN_d;
reg           F; 
reg           V;
reg           H;
reg           line_data_rq; 
reg           line_EAV0; 
reg           line_EAV1;
reg           line_EAV2;
reg           line_EAV3;
reg           line_LN0;
reg           line_LN1;
reg           line_CRC0;
reg           line_CRC1;
reg           line_BLANK;
assign go_vb1    = (i_EN ^ i_EN_d) | line_cnt_end; 
assign go_frame  = line_cnt_42; 
assign go_vb2    = line_cnt_1122;   
localparam    S_IDLE  = 2'b00; 
localparam    S_VB1   = 2'b01; 
localparam    S_FRAME = 2'b10; 
localparam    S_VB2   = 2'b11; 
reg  [ 1 : 0] state;
reg           vsync;
reg           hsync;
assign line_cnt_st274 = line_cnt + 1;
always @(posedge i_CLK_74m25 or negedge i_RST_N) 
begin 
	if (i_RST_N == 0)
		state <= S_IDLE; 
	else 
		case (state) 
			S_IDLE : 
				if (go_vb1)
					state <= S_VB1; 
				else 
					state <= S_IDLE;  
			S_VB1 : 
				if (go_frame) 
					state <= S_FRAME;
				else 
					state <= S_VB1; 
			S_FRAME: 
				if (go_vb2) 
					state <= S_VB2;
				else 
					state <= S_FRAME; 
			S_VB2 : 
				if (go_vb1) 
					state <= S_VB1;
				else 
					state <= S_VB2;
			default : 
				state <= S_IDLE;    
		endcase 					 								
end
assign line_cnt_1      = line_cnt == 1    - 1;      
assign line_cnt_42     = line_cnt == 42   - 1;      
assign line_cnt_1122   = line_cnt == 1122 - 1;      
assign pix_EAV0 = pix_cnt == 1920 - 1;
assign pix_EAV1 = pix_cnt == 1920 - 1 + 1;       
assign pix_EAV2 = pix_cnt == 1920 - 1 + 2;       
assign pix_EAV3 = pix_cnt == 1920 - 1 + 3;       
assign pix_LN0  = pix_cnt == 1920 - 1 + 4;       
assign pix_LN1  = pix_cnt == 1920 - 1 + 5;       
assign pix_CRC0 = pix_cnt == 1920 - 1 + 6;       
assign pix_CRC1 = pix_cnt == 1920 - 1 + 7;       
assign pix_BLANK = (pix_cnt > 1920 - 1 + 7) && (pix_cnt < 2196 - 1);  
assign pix_CRC = (pix_cnt >= 1) && (pix_cnt < 1920 - 1 + 8);   
assign pix_SAV0 = pix_cnt == 2196 - 1;
assign pix_SAV1 = pix_cnt == 2196 - 1 + 1;       
assign pix_SAV2 = pix_cnt == 2196 - 1 + 2;       
assign pix_SAV3 = pix_cnt == 2196 - 1 + 3;       
assign line_cnt_end = line_cnt == 1125; 
assign pix_cnt_end = pix_cnt == 2200 - 1;
always @(negedge i_CLK_74m25 or negedge i_RST_N) 
begin 
	if (i_RST_N == 0)
		pix_cnt <= 0; 
	else 
		if (pix_cnt_end)
			pix_cnt <= 0;  
		else if (state != S_IDLE) 
			pix_cnt <= pix_cnt + 1'b1;	 				
end   
always @(posedge i_CLK_74m25 or negedge i_RST_N) 
begin 
	if (i_RST_N == 0)
		line_cnt <= 0; 
	else 
		if (line_cnt_end)  
			line_cnt <= 0;
		else if (pix_cnt_end) 
			line_cnt <= line_cnt + 1'b1; 				
end 
always @(posedge i_CLK_74m25 or negedge i_RST_N) 
begin 
	if (i_RST_N == 0)
		i_EN_d <= 0; 
	else 
		i_EN_d <= i_EN;	 				
end
always @(posedge i_CLK_74m25 or negedge i_RST_N) 
begin 
	if (i_RST_N == 0)
		F <= 0; 
	else 
        F <= 0;
end
always @(posedge i_CLK_74m25 or negedge i_RST_N) 
begin 
	if (i_RST_N == 0)
		line_data_rq <= 0; 
	else 
		if (pix_cnt < 1920 - 1 && state == S_FRAME)  
			line_data_rq <= 1'b1;
		else 
			line_data_rq <= 1'b0; 				
end
always @(posedge i_CLK_74m25 or negedge i_RST_N) 
begin 
	if (i_RST_N == 0)
		V <= 0; 
	else 
		V <= ~(state == S_FRAME);     
end
always @(posedge i_CLK_74m25 or negedge i_RST_N) 
begin 
	if (i_RST_N == 0)
		H <= 0; 
	else 
		if ((pix_cnt < 1920) | (pix_cnt > 2196))        
		  H <= 0;
		else
		  H <= 1;		
end
always @(posedge i_CLK_74m25 or negedge i_RST_N) 
begin 
	if (i_RST_N == 0)
		vsync <= 0; 
	else 
        if (V) 
            vsync <= 1;
        else
            vsync <= 0;
end
always @(posedge i_CLK_74m25 or negedge i_RST_N) 
begin 
	if (i_RST_N == 0)
		hsync <= 0; 
	else 
		if (line_EAV3 & ~H) 
			hsync <= 1'b0;   
		else if (line_EAV0) 
			hsync <= 1'b1;		
end
always @(posedge i_CLK_74m25 or negedge i_RST_N) 
begin 
	if (i_RST_N == 0)
		line_EAV0 <= 0; 
	else     
	   if (state != S_IDLE && (pix_EAV0 || pix_SAV0)) 
	       line_EAV0 <= 1'b1;
	   else 
	       line_EAV0 <= 1'b0; 				
end
always @(posedge i_CLK_74m25 or negedge i_RST_N) 
begin 
	if (i_RST_N == 0)
        line_EAV1 <= 0; 
	else
        if (pix_EAV1 || pix_SAV1) 
			line_EAV1 <= 1'b1;
		else 
			line_EAV1 <= 1'b0; 				
end
always @(posedge i_CLK_74m25 or negedge i_RST_N) 
begin 
	if (i_RST_N == 0)
        line_EAV2 <= 0; 
	else
        if (pix_EAV2 || pix_SAV2) 
			line_EAV2 <= 1'b1;
		else 
			line_EAV2 <= 1'b0; 				
end
always @(posedge i_CLK_74m25 or negedge i_RST_N) 
begin 
	if (i_RST_N == 0)
        line_EAV3 <= 0; 
	else
        if (pix_EAV3 || pix_SAV3) 
			line_EAV3 <= 1'b1;
		else 
			line_EAV3 <= 1'b0; 				
end
always @(posedge i_CLK_74m25 or negedge i_RST_N) 
begin 
	if (i_RST_N == 0)
        line_LN0 <= 0; 
	else	
        if (pix_LN0) 
			line_LN0 <= 1'b1;
		else 
			line_LN0 <= 1'b0; 				
end
always @(posedge i_CLK_74m25 or negedge i_RST_N) 
begin 
	if (i_RST_N == 0)
        line_LN1 <= 0; 
	else
        if (pix_LN1) 
			line_LN1 <= 1'b1;
		else 
			line_LN1 <= 1'b0; 				
end
always @(posedge i_CLK_74m25 or negedge i_RST_N) 
begin 
	if (i_RST_N == 0)
        line_CRC0 <= 0; 
	else	
        if (pix_CRC0) 
			line_CRC0 <= 1'b1;
		else 
			line_CRC0 <= 1'b0; 				
end
always @(posedge i_CLK_74m25 or negedge i_RST_N) 
begin 
	if (i_RST_N == 0)
        line_CRC1 <= 0; 
	else
        if (pix_CRC1) 
			line_CRC1 <= 1'b1;
		else 
			line_CRC1 <= 1'b0; 				
end
always @(posedge i_CLK_74m25 or negedge i_RST_N) 
begin 
	if (i_RST_N == 0)
		line_BLANK <= 0; 
	else 
		if (pix_BLANK) 
			line_BLANK <= 1'b1;
		else 
			line_BLANK <= 1'b0; 				
end
reg  [17:0] crcIn_Y, crcIn_C;
wire [17:0] crcOut_Y, crcOut_C;
reg  [9:0]  CRC1_Y, CRC1_C;  
wire [9:0]  CRC0_Y, CRC0_C;    
crcSMPTE CRC_Y (
    .crcIn        (crcIn_Y),
    .data         (pdata_Y),
    .crcOut       (crcOut_Y)
);
crcSMPTE CRC_C (
    .crcIn        (crcIn_C),
    .data         (pdata_C),
    .crcOut       (crcOut_C)
);
always @(posedge i_CLK_74m25 or negedge i_RST_N) 
begin
    if (i_RST_N == 0)
        begin
           crcIn_Y <= 10'h000;
           crcIn_C <= 10'h000;
        end	    
	else 
	   if (pix_cnt_end)
           begin
               crcIn_Y <= 10'h000;
               crcIn_C <= 10'h000;
           end
       else
         if (pix_CRC)
           begin
               crcIn_Y <= crcOut_Y;
               crcIn_C <= crcOut_C;
               CRC1_Y  <= {~crcOut_Y[17], crcOut_Y[17:9]};  
               CRC1_C  <= {~crcOut_C[17], crcOut_C[17:9]};             
           end
    end
assign CRC0_Y  = {~crcOut_Y[8] , crcOut_Y[8 :0]};
assign CRC0_C  = {~crcOut_C[8] , crcOut_C[8 :0]};
reg  [ 9 : 0] pdata_Y, pdata_C; 
always @(posedge i_CLK_74m25 or negedge i_RST_N) 
begin 
	if (i_RST_N == 0)
	begin
		pdata_Y <= 0;
		pdata_C <= 0;  
	end
	else
    if (line_EAV0)
      begin 
        pdata_Y <= 10'h3ff; 
        pdata_C <= 10'h3ff;
      end
    else if (line_EAV1)
      begin
        pdata_Y <= 10'h000;
        pdata_C <= 10'h000;
      end
    else if (line_EAV2) 
      begin
        pdata_Y <= 10'h000;	
        pdata_C <= 10'h000;
      end
    else if (line_EAV3)
      begin
        pdata_Y <= {1'b1, F, V, H, V^H, F^H, F^V, F^V^H,1'b0, 1'b0 };
        pdata_C <= {1'b1, F, V, H, V^H, F^H, F^V, F^V^H,1'b0, 1'b0 };
      end
    else if (line_LN0)
      begin 
        pdata_Y <= {~line_cnt_st274[6], line_cnt_st274[6:0],1'b0,1'b0};
        pdata_C <= {~line_cnt_st274[6], line_cnt_st274[6:0],1'b0,1'b0};
      end
    else if (line_LN1) 
      begin
        pdata_Y <= {1'b1  ,1'b0,1'b0,1'b0,line_cnt_st274[10:7],1'b0, 1'b0};
        pdata_C <= {1'b1  ,1'b0,1'b0,1'b0,line_cnt_st274[10:7],1'b0, 1'b0}; 
      end
    else if (line_CRC0)
      begin
        pdata_Y <= CRC0_Y;
        pdata_C <= CRC0_C;
      end
    else if (line_CRC1)
      begin
        pdata_Y <= CRC1_Y;
        pdata_C <= CRC1_C;
      end	            	 	 		
    else if (line_BLANK) 
      begin  
        pdata_Y <= 10'h040;
        pdata_C <= 10'h200;	
      end
    else
      begin
        pdata_Y <= i_data_Y;
        pdata_C <= i_data_C;
      end						
end 
assign PIX_CNT_o  = pix_cnt; 
assign LINE_CNT_o = line_cnt;
assign Y_data_o   = pdata_Y;
assign C_data_o   = pdata_C;
assign VSYNC_o    = vsync;
assign HSYNC_o    = hsync;
assign DATA_RQ_o  = line_data_rq;
endmodule
`timescale 1ns / 1ps
module crcSMPTE (
	input [17:0] crcIn,
	input [9:0] data,
	output [17:0] crcOut
);
	assign crcOut[0] = crcIn[10];
	assign crcOut[1] = crcIn[11];
	assign crcOut[2] = crcIn[12];
	assign crcOut[3] = (crcIn[0] ^ crcIn[13] ^ data[0]);
	assign crcOut[4] = (crcIn[0] ^ crcIn[1] ^ crcIn[14] ^ data[0] ^ data[1]);
	assign crcOut[5] = (crcIn[1] ^ crcIn[2] ^ crcIn[15] ^ data[1] ^ data[2]);
	assign crcOut[6] = (crcIn[2] ^ crcIn[3] ^ crcIn[16] ^ data[2] ^ data[3]);
	assign crcOut[7] = (crcIn[3] ^ crcIn[4] ^ crcIn[17] ^ data[3] ^ data[4]);
	assign crcOut[8] = (crcIn[0] ^ crcIn[4] ^ crcIn[5] ^ data[0] ^ data[4] ^ data[5]);
	assign crcOut[9] = (crcIn[1] ^ crcIn[5] ^ crcIn[6] ^ data[1] ^ data[5] ^ data[6]);
	assign crcOut[10] = (crcIn[2] ^ crcIn[6] ^ crcIn[7] ^ data[2] ^ data[6] ^ data[7]);
	assign crcOut[11] = (crcIn[3] ^ crcIn[7] ^ crcIn[8] ^ data[3] ^ data[7] ^ data[8]);
	assign crcOut[12] = (crcIn[4] ^ crcIn[8] ^ crcIn[9] ^ data[4] ^ data[8] ^ data[9]);
	assign crcOut[13] = (crcIn[5] ^ crcIn[9] ^ data[5] ^ data[9]);
	assign crcOut[14] = (crcIn[6] ^ data[6]);
	assign crcOut[15] = (crcIn[7] ^ data[7]);
	assign crcOut[16] = (crcIn[8] ^ data[8]);
	assign crcOut[17] = (crcIn[9] ^ data[9]);
endmodule
==> out/results.txt <==
Outcome: finished clean
Largest area contributor in the netlist: dfrtp_1
Critical Path AT: 4.44 ns
Mean post-synth cell area: 10.8 µm²
Root buffer cell: clkbuf_16
Ports: 69
Worst-path cell chain: buf_4 -> or4_4 -> nor2_4 -> a21oi_2 -> a31oi_4 -> buf_12 -> buf_12 -> mux2_2
Total routed wirelength: 16400 µm
Largest net degree at the start of global routing: 42
WP data required: 4.49 ns
CORE AREA: 19600 µm²
Class of the worst hold path: in2async
Ys flops: 116
Ys cells: 559
CTS H-tree depth: 4
Critical path class: reg2reg
Synth top area cells: dfrtp_1 35%, edfxtp_1 9.9%, xnor2_1 8.6%
Slowest cell on crit path: or4_4
Post-Synthesis Cell Area: 6040 µm²
Synth warnings: 21
LEAKAGE: 3.61 nW
Pre-CTS setup slack: 0.0273 ns
Setup TNS: 0 ns
Max-slew headroom: 43.2%
Overall Power: 4.46 mW
Crit path launch type: flop
All-layer global routing usage: 16.8%
Clock Path Buffers: 2
Post-synth seq share: 49.7%
Area Growth Syn to Fin: 31.1%
Die area: 20700 µm²
VDD IR max: 0.000283 V
Die width: 144 µm
Top post-synthesis cells by count: 84 x dfrtp_1, 59 x xnor2_1, 51 x nand2_1, 37 x nor2_1, 27 x xor2_1
CTS tree: done
CP most frequent cell: buf_12
Yosys stat chip area: 6040 µm²
PD cells: 563 nW/µm²
Drt wl/cell: 17.5 µm
Max FO, Critical Path: 13
Placed cell area: 7120 µm²
Post-route cell area: 7920 µm²
Vias in the first global route: 4649
DRC Markers: 0
Final Core Density: 40.4%
Post-synth EDFFs: 20
Final WS setup: 0.0487 ns
Unrepaired setup endpoints after global routing: yes
Drt pass-1 iters: 4
Cell with the most instances after synthesis: dfrtp_1
Max-Cap Viols: 0
Gr ovfl total: 0
Die y size: 144 µm
CTS Sinks: 116
Pre-Place Util: 30.8%
Final setup violating endpoints: 0
Main flop type: dfrtp_1
Worst skew pair latency: 0.42 ns
Worst setup EP type: flop
TritonCTS Buffers: 17
Slowest cell delay on critical path: 0.43 ns
Hpwl dp: 11200 µm
Clk_skew: 0.0358 ns
Clock transition at path regs: 0.05 ns
Antenna Diode Count: 0
Fin. Hold Viols: 0
1st-iter DRT viols: 209
Asr flop ratio synth: 82.8%
Post-synth cell types: 63
Slew @ Worst Pin: 0.831 ns
Initial antenna violation count: 0
Cells after Synth: 559
Via density: 4.88
Share of cells above drive strength 1: 15.9%
Tool warnings: 32
Fillcell total: 1847
GP Congestion: 0.890
Buffers on Ports: 68
Via count: 4584
Post-DRT Antenna Nets: 0
Std-Cell Rows: 51
Delay-heaviest family, CP: simple AND/OR/NAND/NOR gates
CP Buf/Inv Count: 3
Slew Viols, Final: 0
First-pass GRT wire length: 25500 µm
Synth top area share: 34.8%
[power by group]
part | internal [mW] | switching [mW]
registers | 1.51 | 0.142
clock network | 0.867 | 0.500
logic | 0.711 | 0.726
total | 3.09 | 1.37
[flip-flops by register name (all words and copies together), names as in the netlist, 2 cells and up]
signal / count
line_cnt: 11
CRC1_Y: 10
CRC1_C: 10
pdata_Y: 10
pix_cnt: 12
pdata_C: 10
state: 2
crcIn_Y: 18
crcIn_C: 18
[path summary, 6_finish.rpt]
kind	start	endpoint	slack (ns)	cells after the start
max in group asynchronous	i_RST_N	pix_cnt[2]	1.64	1
worst min register to register	V	vsync	0.48	0
worst min-delay path	i_RST_N	i_EN_d	0.30	1
worst max register to register	pix_cnt[11]	crcIn_C[11]	0.05	8
worst max-delay path	pix_cnt[11]	crcIn_C[11]	0.05	8
min in group clk0	V	vsync	0.48	0
[kinds of logic after synthesis]
group,share of synthesized area (%)
and+or+nand+nor,13.2
DFF,49.7
AOI/OAI and AO/OA,11.4
xor gates and xnor gates,12.8
buffers and inverters,4.43
muxes,6.96
adders and majority gates,1.45
[routing by layer]
layer | GRT usage (%) | part of all wire (%)
met5 | 0 | 0
met4 | 2.07 | 0.91
met3 | 4.58 | 8.1
met2 | 25.3 | 46
met1 | 25.3 | 45
[layout by cell type (no fill, tap or decap), types with 7 or more instances in the layout]
master and instances:
edfxtp_1 20, xor2_1 27, clkbuf_16 19, buf_6 8, nand2_1 51, a221oi_1 9, mux2i_1 24, clkinv_2 7
dfrtp_1 84, a21oi_1 19, xnor2_1 59, nor2_1 37, a221o_1 9, nand3_1 9, nor2b_1 8, dfrtn_1 12
nand4_1 9, clkdlybuf4s50_1 55, inv_1 24, mux2_2 8, o21ai_0 19, dlygate4sd2_1 12, buf_4 31
[per-stage QoR]
stage | hold WS [ns] | instances
6_report | 0.297 | 939
5_1_grt | 0.308 | 939
4_1_cts | 0.306 | 934
3_5_place_dp | 0.464 | 888
3_3_place_gp | 0.460 | 888
2_1_floorplan | 0.393 | 559
[repair_timing]
item                                    CTS  global route
endpoints found under the setup margin   12            31
cloned                                    0             3
hold endpoints to repair                  0             0
resized                                  20             9
hold buffers                              0             0
pin swaps                                 1             2
buffers inserted                         14             2
[cell type report]
type	instances	area, µm²	area share (%)
Inverter	25	93.8	1.18
Clock inverter	10	80.1	1.01
Sequential cell	116	3000	37.9
Tap cell	265	332	4.18
Clock buffer	22	484	6.11
Timing Repair Buffer	112	1100	13.9
Multi-Input combinational cell	389	2830	35.7
Power and IR drop assume default switching activity.
